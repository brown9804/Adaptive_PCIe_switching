==> design/flow/design.v <==
`timescale 1ns / 1ps
module serieparalelo(
    input wire in,                           
    input wire clk8f,                       
    input wire clk,                        
    input wire reset,
    output reg [7:0] out,
    output reg valid,                             
    output reg active
);   
    reg [7:0] register;              
    reg [3:0] BC_counter;            
    reg valido;                       
    always @( posedge clk8f ) begin
        if (~reset) begin
            register    <=  0;
        end else begin 
            register  <=  {register[6:0], in};   
        end
    end
    always @(posedge clk) begin
        if (~reset) begin
            BC_counter   <=  0;           
            valido       <=  0;           
            out          <=  0;           
        end else begin
        if (register == 'hBC) begin
                if (~active) begin                   
                    BC_counter  <= BC_counter + 1;   
                end
            end else begin
                BC_counter  <= BC_counter;           
            end
        if(active && register != 'hBC) begin         
                valido = 1;                           
            end else begin
                valido = 0;                           
            end
    if ( valido ) begin
        out <= register;                           
        valid <= 1;
        end else begin
            out <= out;                              
            valid <= 0;
        end
    end
end
always @(*) begin                    
if(BC_counter >= 4) begin       
    active = 1;
end else begin
     active = 0;
        end
    end
endmodule                    
==> design/flow/run.sh <==
#!/bin/bash
# OpenROAD 26Q1-2900-gdf79404cd8, Yosys 0.63+post, stock flow scripts
make -C /OpenROAD-flow-scripts/flow DESIGN_CONFIG=/design/flow/config.mk WORK_HOME=/design/flow/orfs finish
==> design/flow/config.mk <==
export PLATFORM = sky130hd
export DESIGN_NAME = serieparalelo
export DESIGN_NICKNAME = serieparalelo
export VERILOG_FILES = /design/flow/design.v
export SDC_FILE = /design/flow/constraint.sdc
export NUM_CORES = 4
export LEC_CHECK = 1
export CORE_AREA = 10 10 92 92
export DIE_AREA = 0 0 102 102
==> design/flow/constraint.sdc <==
current_design serieparalelo

set clk_period 1.8
set clk_io_pct 0.2

create_clock -name clk0 -period $clk_period [get_ports {clk}]
create_clock -name clk1 -period $clk_period [get_ports {clk8f}]

set non_clock_inputs [all_inputs -no_clocks]
set_input_delay [expr $clk_period * $clk_io_pct] -clock clk0 $non_clock_inputs
set_output_delay [expr $clk_period * $clk_io_pct] -clock clk0 [all_outputs]
==> impl_metrics.py <==
# Flow results
metrics = {
    "synthesis": {
        "postSynthSeqShare_pct": 53.8,
        "netlist.area_leader.share_pct": 50.0,
        "syn_inst": 73,
        "topCellsByArea": "dfxtp_1, mux2i_1, and2_1, nand2_1, edfxtp_1",
        "syn_avg_cell_area_sq_um": 11.0,
        "ys_cells": 73,
        "synth_flops": 21,
        "synth.distinct_cells": 27,
        "ys_warn_count": 1,
        "async_flop_share_pct": 0,
        "synth-edff-count": 1,
        "syn_area_sq_um": 801,
        "synthFlopType": "dfxtp_1",
        "ys_area_sq_um": 801,
        "top_area_cell": "dfxtp_1",
    },
    "floorplanning": {
        "die_x_microns": 102,
        "fp-row-count": 29,
        "core-area_sq_um": 6460,
        "initial_utilization_pct": 12.4,
        "chip_area_sq_um": 10400,
        "io_pins": 14,
        "die_y_microns": 102,
    },
    "final_layout": {
        "final_cell_mix": "dfxtp_1, clkdlybuf4s50_1, nand2_1",
        "fin_cells": 169,
        "n_fill_cell": 708,
        "final_area_sq_um": 1110,
        "lay_top_count": "dfxtp_1",
        "synthToLayoutAreaGrowth_pct": 38.6,
        "drive_gt1_share_pct": 17.4,
    },
    "pwr": {
        "combPwrFrac_pct": 2.3,
        "power.density_nw_per_um2": 868,
        "p_seq_share_pct": 49.6,
        "p_clk_share_pct": 48.1,
        "power.total_uw": 963,
        "p_leak_nw": 0.380,
        "netSwitchingFraction_pct": 18.3,
        "p_switching_uw": 176,
        "internal_power_uw": 787,
        "ir_worst_vdd_v": 0.000437,
    },
    "routing": {
        "drc_errors": 0,
        "antenna_left": 0,
        "first_pass_iters": 3,
        "vias": 560,
        "drt_iter0_markers": 19,
        "antenna_cells": 0,
        "wirelength_microns": 1590,
        "wire_per_inst_microns": 9.43,
        "vias_per_cell": 3.31,
    },
    "clock_tree": {
        "cts_resized": 0,
        "clock-sinks": 21,
        "clkTransAtPathRegs_ps": 50,
        "cts_hold_buf": 0,
        "cts_tree": "done",
        "post_cts_buffers": 0,
    },
    "placement": {
        "dpl_cell_area_sq_um": 1020,
        "dp_cells": 162,
        "hpwl_microns": 1170,
        "port_buffers": 12,
        "globalplace.congestion": 0.791,
    },
    "grt": {
        "grt_pass1_vias": 565,
        "grt_max_degree": 14,
        "grt-ovfl-total": 0,
        "groute.usage.overall_pct": 3.22,
        "grt_pass1_wl_microns": 2610,
        "antenna_found_initial": 0,
    },
    "final_timing": {
        "hold_ws_ps": 463,
        "fin_worst_skew_ps": 4.47,
        "finalSetupViolCount": 0,
        "worstMarginPinSlew_ps": 252,
        "hold_viol": 0,
        "report.final.slew_viol_count": 0,
        "rsz0062_at_grt": "false",
        "finalSetupTns_ps": 0,
        "slew_headroom_pct": 83.1,
    },
    "critical_path": {
        "rrSetupSlack_ps": 580,
        "cp.arrival_ps": 1310,
        "criticalPathCategory": "register to output pin",
        "path_max_fanout": 7,
        "cp_data_required_time_ps": 1440,
        "crit_path_start_kind": "register",
        "end_kind": "output pin",
    },
    "worst_hold_path": {
        "hp-class": "register to register",
    },
    "job": {
        "openroad.warnings": 26,
        "drv_cap": 0,
    },
    "outcome": {
        "status": "finished, final reports clean",
    },
}
-- path summary, 6_finish.rpt --
check	start	endpoint	cells after the start
setup / recovery	BC_counter[3]	active	3
setup reg to reg	register[6]	valid	2
min in group clk1	register[0]	register[1]	2
hold reg to reg	out[0]	out[0]	2
max in group clk1	reset	register[2]	3
hold / removal	out[0]	out[0]	2
-- worst max-delay path, cell delays in order, from the launching register on --
cell	delay [ps]
dfxtp_1	390
nor2_4	80
inv_2	120
clkdlybuf4s50_1	490
-- per-layer routing --
| metal | part of all wire, % | track usage, % |
|---|---|---|
| met4 | 0 | 0.217 |
| met2 | 38 | 4.40 |
| met5 | 0 | 0 |
| met1 | 50 | 3.95 |
| met3 | 11 | 2.73 |
-- registers in the layout (all words and copies together), names as in the netlist --
register,cells
BC_counter,4
out,8
register,8
valid,1
-- area by class of cell --
class	instances	area, sq um	share of cell area [%]
Clock buffer	7	86.3	7.78
Sequential cell	21	430	38.8
Timing Repair Buffer	14	135	12.2
Inverter	3	11.3	1.01
Tap cell	77	96.3	8.68
Multi-Input combinational cell	47	350	31.6
-- synthesized netlist by cell type, types with 2 or more instances --
cell	n
dfxtp_1	20
nand2_1	10
and2_1	7
mux2i_1	5
a31oi_1	2
inv_1	2
nand2b_1	2
nand3_1	2
nor4_1	2
o21a_1	2
o21ai_0	2
o221a_2	2
-- cell families (layout without fill, tap and decap cells) --
kind of cell,count (synthesis),count (layout),synth area share [%]
AOI/OAI and AO/OA,10,10,10.0
adders and majority gates,1,1,1.56
buffers and inverters,5,24,2.50
DFF,21,21,53.7
muxes,5,5,6.25
and+or+nand+nor,31,31,25.9
-- metrics by stage --
step	setup WS (ps)	utilization, %
CTS	107	17.2
finish	129	17.2
global placement	392	15.8
global route	41.0	17.2
floorplan	646	-
detailed placement	385	15.8
-- power groups by stage --
stage                 registers [mW]  logic, mW  clock network [mW]
after CTS                      0.478     0.0231               0.475
after global routing           0.478     0.0254               0.510
final                          0.478     0.0224               0.463
No activity file was given, so power comes from the tool's default toggle rates.
