==> /design/flow/design.v <==
module memory #(
    parameter DATA_SIZE  = 10,
    parameter MAIN_SIZE = 8
)(
    output reg [DATA_SIZE-1:0] data_out,
    input wire clk,
    input wire reset,
    input wire write,
    input wire read,
    input wire [MAIN_SIZE-1:0]  wr_ptr,
    input wire [MAIN_SIZE-1:0]  rd_ptr,
    input wire [DATA_SIZE-1:0]  data_in
);
    reg [DATA_SIZE-1:0] mem [MAIN_SIZE-1:0];
    integer i;
    reg [DATA_SIZE-1:0] ff_mem;
    always @(posedge clk) begin
        if (~reset) begin
            for (i = 0; i < (MAIN_SIZE); i = i+1 ) begin
                {mem[i]} <= 'h0;
            end  
        end  
        else begin
            if (write) begin
                mem[wr_ptr] <= data_in;
            end  
        end  
    end 
    always @(*) begin
            if (read) begin
                data_out = mem[rd_ptr];
            end   
            else begin
                data_out = ff_mem;
            end  
    end
    always @(posedge clk) begin
        if (!reset) begin
            {ff_mem} <= 'h0;
        end  
        else begin
            ff_mem <= data_out;
        end
    end  
endmodule
==> /design/flow/run.sh <==
#!/bin/bash
# OpenROAD 26Q1-2900-gdf79404cd8, Yosys 0.63+post, stock flow scripts
make -C /OpenROAD-flow-scripts/flow DESIGN_CONFIG=/design/flow/config.mk WORK_HOME=/design/flow/orfs finish
==> /design/flow/config.mk <==
export PLATFORM = sky130hd
export DESIGN_NAME = memory
export DESIGN_NICKNAME = memory
export VERILOG_FILES = /design/flow/design.v
export SDC_FILE = /design/flow/constraint.sdc
export NUM_CORES = 4
export LEC_CHECK = 1
export CORE_UTILIZATION = 30
==> /design/flow/constraint.sdc <==
current_design memory

set clk_period 3.6
set clk_io_pct 0.2

create_clock -name clk0 -period $clk_period [get_ports {clk}]

set non_clock_inputs [all_inputs -no_clocks]
set_input_delay [expr $clk_period * $clk_io_pct] -clock clk0 $non_clock_inputs
set_output_delay [expr $clk_period * $clk_io_pct] -clock clk0 [all_outputs]
==> job_summary.md <==
## Synthesis and layout report

| Metric | Value |
|---|---|
| Synth area leader | edfxtp_1 |
| Final WL | 8980 um |
| Root buffer cell | clkbuf_16 |
| Post-synth EDFFs | 80 |
| Flops after synth | 90 |
| Tcrit/Tclk final | 96.8% |
| Starting DRT DRC Count | 149 |
| Residual DRC | 0 |
| TritonCTS clock tree | done |
| Fmax | 287 MHz |
| DR WL/cell | 17.1 um |
| First-pass GRT wire length | 13900 um |
| Buffers on Ports | 29 |
| Main flop type | edfxtp_1 |
| N_diodes | 0 |
| Max-Cap Viols | 0 |
| Sw Ratio | 20.7% |
| Slew Viols, Final | 0 |
| Simple-Gate Fraction of Synth Area | 15.7% |
| I/O pins | 40 |
| Arrival time worst endpoint | 2.77 ns |
| GPL Wtd Cong | 0.780 |
| Core ar. | 0.0133 mm2 |
| Clock slew at reported path FFs | 0.06 ns |
| Peak supply drop | 0.000221 V |
| Setup TNS | 0 ns |
| Total GRT Usage | 13.8% |
| Largest cells by area | edfxtp_1 (59%), and2_1 (12%), mux2_2 (5.8%) |
| Worst setup SP type | input port |
| Pwr dens | 470 mW/mm2 |
| Final min period | 3.49 ns |
| Pint | 0.00185 W |
| Register Area | 0.00260 mm2 |
| Psw | 0.000482 W |
| # Cells Yosys | 301 |
| Seq pwr share | 52.3% |
| Post-synth ARST share | 0% |
| DR vias/cell | 4.77 |
| Worst-Margin Slew | 0.733 ns |
| CP Capture Type | primary output |
| RSZ-0062 raised after global routing | no |
| Hold Violations, Final | 0 |
| DIE HEIGHT | 119 um |
| LEAKAGE | 1.72 nW |
| Cell row count | 42 |
| Mapped Area | 0.00410 mm2 |
| Via count | 2503 |
| Worst slew margin | 50.9% |
| Cells after Synth | 301 |
| Die area | 0.0141 mm2 |
| Clk latency late pin | 0.33 ns |
| Largest net degree at the start of global routing | 41 |
| Crit Path Category | input port to primary output |
| HPWL after DPL | 5960 um |
| Aoi/oai-family share of the synthesized area | 7.75% |
| Starting Density | 30.8% |
| Top cell area share | 58.6% |
| Hold crit path type | register to register |
| Final-report setup violation count | 0 |
| List of most frequent post-synthesis cells | and2_1 (80), edfxtp_1 (80), mux2_2 (21) |
| Layout cells sized above 1 | 15.5% |
| Area growth syn-to-layout | 20.8% |
| Vias in the first global route | 2543 |
| Clk network pwr share | 37.3% |
| Fill count | 1228 |
| Main logic family | simple AND/OR/NAND/NOR gates |
| Avg Inst Size Synth | 13.6 um2 |
| Overall power | 0.00233 W |
| Post-synthesis mux area share | 11.0% |
| CTS H-tree depth | 3 |
| Max Root-Sink Buffers | 2 |
| CTS Buf Count | 9 |
| Worst path required time | 2.88 ns |
| Post-DRT Antenna Nets | 0 |
| Sequential cell area fraction in the yosys report | 63.5% |
| Crit-path max FO | 7 |
| Outcome | complete, no violations |
| Synth Area in XOR/XNOR | 0% |
| Initial antenna violation count | 0 |
| Drt first pass iters | 4 |
| Post-Synth Adder-Cell Area | 0% |
| Clock Sinks | 90 |
| GRT overflow | 0 |
| Cell variety after synth | 22 |
| Yosys chip area | 0.00410 mm2 |
| Post-cts resize count | 0 |
| Combinational share of power | 10.4% |
| Log Warnings | 35 |
| Comb area | 0.00141 mm2 |
| Hold buffers post-CTS | 0 |
| Clk_skew | 0.00287 ns |
| Ys Warns | 1 |
| Die Wd | 119 um |
| Postcts setup bufs | 0 |
[registers in the layout, indices dropped and copies added (netlist names)]
register / cells
mem: 80
ff_mem: 10
[critical path: stages]
cell and delay, ns:
clkdlybuf4s50_1 0.47, nand2b_1 0.39, buf_4 0.22, o22ai_1 0.10, o31ai_1 0.33, clkdlybuf4s50_1 0.53
[power groups by stage]
stage,combinational [W],sequential (W),clock (W)
CTS,0.000244,0.00122,0.000885
global route,0.000263,0.00122,0.000927
finish,0.000243,0.00122,0.000869
[path summary, 6_finish.rpt]
check	startpoint	to	slack, ns	depth (start not counted)
worst max register to register	mem[0][3]	ff_mem[3]	2.31	3
worst min-delay path	ff_mem[8]	ff_mem[8]	0.49	2
worst min register to register	ff_mem[8]	ff_mem[8]	0.49	2
worst max-delay path	rd_ptr[2]	data_out[5]	0.11	6
[through the flow]
stage / hold WS [ns] / setup WS (ns) / std cells / util (%) / instance area (um2)
floorplan: 0.460 / 1.44 / 301 / - / 4100
global placement: 0.476 / 0.148 / 511 / 35.2 / 4680
detailed placement: 0.484 / 0.126 / 511 / 35.2 / 4680
CTS: 0.493 / 0.130 / 525 / 37.3 / 4950
global route: 0.505 / 0.0355 / 525 / 37.3 / 4950
finish: 0.493 / 0.114 / 525 / 37.3 / 4950
[cell usage in the layout (no fill, tap or decap), drive strengths merged, types with 2 or more instances in the layout]
cell type	instances
and2	80
edfxtp	80
mux2	40
clkdlybuf4s50	28
o22ai	20
buf	18
nand2	14
o31ai	10
o32ai	10
dfxtp	10
clkbuf	10
nand2b	6
o21ai	6
nor2	6
clkinv	4
nor3	2
[layer usage]
layer | wire, um | vias to the layer above | part of all wire [%] | global-route usage [%]
li1 | - | 1218 | - | -
met1 | 3910 | 1155 | 43 | 19.9
met2 | 3940 | 115 | 44 | 20.2
met3 | 973 | 15 | 11 | 6.56
met4 | 164 | 0 | 1.8 | 2.45
met5 | 0 | - | 0 | 0
[cell type report]
| type | instances | area share (%) |
|---|---|---|
| Tap cell | 176 | 4.44 |
| Inverter | 2 | 0.152 |
| Clock inverter | 4 | 0.909 |
| Multi-Input combinational cell | 197 | 28.5 |
| Timing Repair Buffer | 46 | 8.84 |
| Sequential cell | 90 | 52.5 |
| Clock buffer | 10 | 4.62 |
[cells by family (layout without fill, tap and decap cells)]
| family | count (synthesis) | in the layout |
|---|---|---|
| mux | 40 | 40 |
| flops | 90 | 90 |
| compound gates | 46 | 46 |
| simple gates | 111 | 111 |
| buf+inv | 14 | 62 |
No activity file was given, so power comes from the tool's default toggle rates.
