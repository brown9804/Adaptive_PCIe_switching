==> design/flow/design.v <==
`timescale 1ns/1ps
module mux21 #(
  parameter DATA_SIZE = 10) 
  (  
    output reg [DATA_SIZE-1:0]      out,
    output reg                      valid,
    output reg                      pop_0,
    output reg                      pop_1,
    input wire                      clk,
    input wire                      reset,
    input wire                      fifo_empty0,      
    input wire                      fifo_empty1,      
    input wire                      fifo_almost_empty0,
    input wire                      fifo_almost_empty1,
    input wire [DATA_SIZE-1:0]      in0,              
    input wire [DATA_SIZE-1:0]      in1,              
    input wire                      fifo_up0_almostfull,
    input wire                      fifo_up1_almostfull
);
  always @(posedge clk) begin       
    if (!reset) begin              
      pop_0         <= 0;
      pop_1         <= 0;
    end            
    else begin       
      if( fifo_empty0 | fifo_almost_empty0 | fifo_up0_almostfull) begin
        pop_0       <= 0;
        if(fifo_empty1 | fifo_almost_empty1 | fifo_up1_almostfull) begin
          pop_1       <= 0;
        end else begin
          pop_1     <= 1;
        end    
      end else begin
        pop_0 <= 1;
      end
    end
  end
  always@(*) begin
    valid = 0;
    out  = 0;
    if (!fifo_empty0 && pop_0) begin                   
        out              = in0;
        valid            = 1;
      end 
      else begin                           
        if (!fifo_empty1 && pop_1 )  begin               
              out        = in1;
              valid      = 1;
        end else begin
          valid          = 0;
          out            = 0;
        end
      end                          
    end 
endmodule
==> design/flow/run.sh <==
#!/bin/bash
# OpenROAD 26Q1-2900-gdf79404cd8, Yosys 0.63+post, stock flow scripts
make -C /OpenROAD-flow-scripts/flow DESIGN_CONFIG=/design/flow/config.mk WORK_HOME=/design/flow/orfs finish
==> design/flow/config.mk <==
export PLATFORM = sky130hd
export DESIGN_NAME = mux21
export DESIGN_NICKNAME = mux21
export VERILOG_FILES = /design/flow/design.v
export SDC_FILE = /design/flow/constraint.sdc
export NUM_CORES = 4
export LEC_CHECK = 1
export CORE_AREA = 10 10 70 70
export DIE_AREA = 0 0 80 80
==> design/flow/constraint.sdc <==
current_design mux21

set clk_period 2.3
set clk_io_pct 0.2

create_clock -name clk0 -period $clk_period [get_ports {clk}]

set non_clock_inputs [all_inputs -no_clocks]
set_input_delay [expr $clk_period * $clk_io_pct] -clock clk0 $non_clock_inputs
set_output_delay [expr $clk_period * $clk_io_pct] -clock clk0 [all_outputs]
==> results.txt <==
Flow results.

- The number of distinct library cell variants in the gate-level netlist after synthesis is 15.
- The cell that appears most often on the critical path is sky130_fd_sc_hd__clkdlybuf4s50_1.
- The utilization after layout is 24.14%.
- The post-CTS setup repair buffer count is 0.
- TritonCTS built the clock tree.
- The count of buffers from port buffering is 40.
- The achievable clock frequency is 0.4673 GHz.
- Per the synthesis report, the single largest cell type by area occupies 24.90% of cell area.
- The area of placed instances is 779.5 um2.
- From the final report, the count of setup violators was given as 0.
- The number of DRC violations after detailed routing is 0.
- Global route summary, busiest routing layer listed as met2.
- The cell sitting at the root of the clock tree is a sky130_fd_sc_hd__clkbuf_4.
- Global routing consumed, on the met3 layer, 2.500% of the routing resources.
- The clock network latency to the later pin of the worst-skew pair is 0.23 ns.
- On the critical path the data arrives at 1.68 ns.
- The pin count of the biggest net entering global routing is 12.
- Per the post-place timing report, worst setup slack is -0.1003 ns.
- The width of the die is 80 um.
- Once detail routing completed, the nets flagged for antenna violations numbered 0.
- The post-synthesis cell count is 44.
- The total inserted antenna cells is 0.
- The detailed placement HPWL is 1322 um.
- Per the OpenROAD power report, leakage power amounts to 0.3854 nW.
- The final count of hold timing violations is 0.
- The routability congestion estimate is 0.7782.
- The endpoint class of the critical path is an output port.
- Setup repair after global routing left no endpoint under its margin.
- The final report gives the standard cell area, fillers excluded, as 824.5 um2.
- The number of cells after detailed placement is 131.
- Looking at the critical path, the single cell with the biggest stage delay is sky130_fd_sc_hd__clkdlybuf4s50_1.
- In this run, CTS created clock tree buffers numbering 3.
- The register bit count reported by yosys is 2.
- For reference, the placement row count at floorplan is 21.
- The clock transition time at the flip-flop clock pins of the worst setup and hold paths is 0.03 ns.
- The run finished with clean final reports.
- Sequential cells were found to cover 13.28% of the synthesized design area.
- STA classifies the critical path startpoint as a primary input.
- The placeable core region is 0.003416 mm2.
- The final worst setup slack is 0.1600 ns.
- The main area contributors are sky130_fd_sc_hd__nand3b_1 (25%), sky130_fd_sc_hd__o31ai_1 (25%), sky130_fd_sc_hd__dfxtp_1 (13%).
- The first TritonRoute pass finished after 3 iterations.
- The first global-routing pass estimated 2518 um of wire.
- The average footprint of a synthesized cell is 6.853 um2.
- Per the detail_route report, vias per standard cell equal 3.575.
- The clock net sink count is 2.
- The global route total overflow is 0.
- The highest supply drop recorded on VDD is 0.1947 mV.
- Between clock sinks in the finished design, the worst skew comes to 0 ns.
- The final wirelength is 1616 um.
- In the layout the commonest cells are sky130_fd_sc_hd__clkdlybuf4s50_1 (29), sky130_fd_sc_hd__inv_1 (10), sky130_fd_sc_hd__nand3b_1 (10), sky130_fd_sc_hd__dlygate4sd2_1 (10).
- The startpoint-to-endpoint class of the critical path is in2out.
- The aggregate negative setup slack is 0 ns.
- The worst min-delay path class is reg2reg.
- The post-route minimum period is 2.140 ns.
- The Yosys warning count is 1.
- The first routing iteration left 4 violations.
- Per the CTS log, the buffer count on the longest clock path is 2.
- The yosys stat chip area is 301.5 um2.
- The global routing report lists combined usage of all routing layers as 4.907%.
- Max-slew check failures listed in the final report amount to 0.
- Per the CTS log, the maximum H-tree level is 1.
- The chip occupies 0.006400 mm2.
- The fraction of layout instances using a drive strength above 1 is 17.05%.
- Compared with the post-synthesis result, the final layout area differs by 173.4%.
- Counting both buffers and inverters, the worst setup path holds a total of 2.
- The per-cell routed wire length is 12.06 um.
- Warnings raised by the tools during the run amount to 25.
- After layout, the worst path uses 93.04% of the clock period.
- At the worst endpoint, the required time is 1.84 ns.
- The worst-case headroom to the max-slew limit is 81.12%.
- Excluding fillers, the count of instances in the completed layout stands at 134.
- The total of hold buffers inserted after clock tree synthesis is 0.
- Dividing total power by cell area gives a power density of 232.6 mW/mm2.
- Of all nets on the critical path, the largest fanout is 11.
- Looking at the max-slew report, the worst-margin pin has a slew of 0.2811 ns.
- 41 I/O pins were placed.
- The met1 capacity usage during global routing is 6.042%.
- The most common library cell in the layout ignoring fill and taps is sky130_fd_sc_hd__clkdlybuf4s50_1.
- Yosys stat counts 44 cells in the synthesized netlist.
- In this run the critical path is formed by clkdlybuf4s50_1, nand2b_4, nand2b_1, clkdlybuf4s50_1.
- The cell type with the largest total area is sky130_fd_sc_hd__nand3b_1.
- The post-synthesis instance area is 301.5 um2.
- Per the run summary, max-cap violations total 0.
- The number of global-route vias before repair was 540.
- The fraction of the core area occupied by cells at floorplan is 8.828%.
- The family with the most delay on the worst path is buffers and inverters.
- Global routing consumed, on the met2 layer, 7.705% of the routing resources.
- The overall via count from detail_route is 479.
- The number of antenna violations at the first check in global routing is 0.
- The longest incremental delay of any stage on the critical path is reported as 0.48 ns.
- The vertical die dimension reported for this design is 80 um.
-- cell usage after synthesis, drive strengths merged --
master	number
mux2i	1
nor2b	1
o31ai	10
and2	1
nor3	1
nand2b	2
or4b	1
inv	10
nand3b	10
nand2	1
dfxtp	2
clkbuf	1
buf	3
-- metal layers --
layer  part of all wire [%]  wire length (um)
met4                   0.87                14
met5                      0                 0
met1                     47               760
met3                     12               197
met2                     40               644
-- timing repair --
item	in CTS	in global routing
gates resized	17	1
hold endpoints to repair	0	0
endpoints found under the setup margin	11	1
-- report_power, final --
part / switching (mW) / leakage, nW / internal [mW] / total, mW
clock network: 0.0215 / 0.0138 / 0.0577 / 0.0792
logic: 0.0197 / 0.355 / 0.0561 / 0.0758
registers: 0.000842 / 0.0163 / 0.0360 / 0.0368
-- worst reg2reg max path, cell delays in order (launching register included) --
cell,delay (ns)
sky130_fd_sc_hd__dfxtp_1,0.39
sky130_fd_sc_hd__nand2_1,0.07
sky130_fd_sc_hd__mux2i_1,0.12
-- through the flow --
step / power, mW / hold slack [ns]
after floorplan: 0.05139 / 0.4506
after global placement: 0.1128 / 0.4777
after detailed placement: 0.1136 / 0.4901
after CTS: 0.1988 / 0.5207
after global routing: 0.2082 / 0.5443
final: 0.1918 / 0.5139
-- area by class of cell --
cell class              count  area [um2]
fillers                   377        2591
repair buffers             45       427.9
multi-input cells          28       239.0
well taps                  46       57.56
flip-flops and latches      2       40.04
inverters                  10       37.54
clock buffers               3       22.52
-- registers in the layout (all words and copies together), names as in the netlist --
register  count
pop_0         1
pop_1         1
-- cells by family (layout without fill, tap and decap cells) --
logic type             Yosys count  count (layout)  share of synthesized area, %
AOI/OAI and AO/OA               10              10                         24.90
buffers and inverters           14              58                         18.26
DFF                              2               2                         13.28
muxes                            1               1                         3.320
and+or+nand+nor                 17              17                         40.25
-- path summary, 6_finish.rpt --
check        slack, ns                from                 end  cells after the start
max               0.16         fifo_empty1               valid                      4
min               0.51  pop_1$_SDFFE_PN0P_  pop_1$_SDFFE_PN0P_                      2
max reg2reg       1.66  pop_1$_SDFFE_PN0P_  pop_1$_SDFFE_PN0P_                      2
min reg2reg       0.51  pop_1$_SDFFE_PN0P_  pop_1$_SDFFE_PN0P_                      2
Power and IR drop assume default switching activity.
